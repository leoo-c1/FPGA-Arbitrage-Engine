**./config.mk**
```make
export PLATFORM = sky130hd
export DESIGN_NAME = arbitrage_engine
export DESIGN_NICKNAME = arbitrage_engine
export VERILOG_FILES = /design/flow/design.v
export SDC_FILE = /design/flow/constraint.sdc
export NUM_CORES = 4
export LEC_CHECK = 1
export CORE_UTILIZATION = 30
```
**./constraint.sdc**
```tcl
current_design arbitrage_engine

set clk_period 6.6
set clk_io_pct 0.2

create_clock -name clk0 -period $clk_period [get_ports {clk}]

set non_clock_inputs [all_inputs -no_clocks]
set_input_delay [expr $clk_period * $clk_io_pct] -clock clk0 $non_clock_inputs
set_output_delay [expr $clk_period * $clk_io_pct] -clock clk0 [all_outputs]
```
**./design.v**
```verilog
module arbitrage_engine (
    input clk,                       
    input rst,                       
    input uart_rx,                   
    output wire uart_tx              
    );
    wire packet_valid;               
    wire [15:0] price_A;             
    wire [15:0] price_B;             
    reg [7:0] uart_tx_data;          
    wire uart_tx_busy;               
    reg uart_tx_en = 1'b0;           
    reg [15:0] profit_storage;       
    reg [1:0] trade_storage;         
    wire [7:0] header = 8'hAA;   
    wire [15:0] profit;          
    wire [7:0] trade_action;     
    wire [7:0] footer = 8'h55;   
    reg [2:0] FSM_STATE = 0;             
    localparam IDLE = 0;                 
    localparam SENT_HEADER = 1;          
    localparam SENT_TRADE = 2;           
    localparam SENT_TOP_PROFIT = 3;      
    localparam SENT_BOTTOM_PROFIT = 4;   
    always @ (posedge clk) begin
        uart_tx_en <= 1'b0;                          
        uart_tx_data <= 0;                           
        if (!rst) begin                              
            FSM_STATE <= IDLE;                       
            profit_storage <= 0;                     
            trade_storage <= 0;                      
        end else if (!uart_tx_busy && !uart_tx_en) begin     
            if (FSM_STATE == IDLE) begin             
                if (trade_action > 0) begin          
                    profit_storage <= profit;        
                    trade_storage <= trade_action;   
                    uart_tx_data <= header;          
                    uart_tx_en <= 1'b1;              
                    FSM_STATE <= SENT_HEADER;        
                end
            end else if (FSM_STATE == SENT_HEADER) begin     
                uart_tx_data <= {6'b0, trade_storage};       
                uart_tx_en <= 1'b1;                          
                FSM_STATE <= SENT_TRADE;                     
            end else if (FSM_STATE == SENT_TRADE) begin      
                uart_tx_data <= profit_storage[15:8];        
                uart_tx_en <= 1'b1;                          
                FSM_STATE <= SENT_TOP_PROFIT;                
            end else if (FSM_STATE == SENT_TOP_PROFIT) begin     
                uart_tx_data <= profit_storage[7:0];             
                uart_tx_en <= 1'b1;                              
                FSM_STATE <= SENT_BOTTOM_PROFIT;                 
            end else if (FSM_STATE == SENT_BOTTOM_PROFIT) begin  
                uart_tx_data <= footer;                          
                uart_tx_en <= 1'b1;                              
                FSM_STATE <= IDLE;                               
            end
        end
    end
    packet_parser price_packets (
        .clk(clk),
        .rst(rst),
        .uart_rx(uart_rx),
        .price_A(price_A),
        .price_B(price_B),
        .packet_valid(packet_valid)
    );
    trade_strategy trade_strategy (
        .clk(clk),
        .rst(rst),
        .price_A(price_A),
        .price_B(price_B),
        .packet_valid(packet_valid),
        .profit(profit),
        .trade_action(trade_action)
    );
    uart_tx uart_transmit (
        .clk(clk),
        .resetn(rst),
        .uart_txd(uart_tx),
        .uart_tx_busy(uart_tx_busy),
        .uart_tx_en(uart_tx_en),
        .uart_tx_data(uart_tx_data)
    );
endmodule
module packet_parser (
    input clk,                           
    input rst,                           
    input uart_rx,                       
    output reg [15:0] price_A,           
    output reg [15:0] price_B,           
    output reg packet_valid              
    );
    reg FSM_STATE = 1'b0;            
    wire FSM_IDLE = 1'b0;            
    wire FSM_READING = 1'b1;         
    reg [2:0] byte_counter = 0;      
    wire [7:0] received_packet;      
    wire uart_rx_valid;              
    reg [7:0] top_price_A;           
    reg [7:0] bottom_price_A;        
    reg [7:0] top_price_B;           
    reg [7:0] bottom_price_B;        
    always @ (posedge clk) begin
        packet_valid <= 0;
        if (!rst) begin              
            FSM_STATE <= FSM_IDLE;   
            packet_valid <= 0;
            price_A <= 0;
            price_B <= 0;
        end else if (uart_rx_valid) begin
            if (received_packet == 8'hAA && FSM_STATE == FSM_IDLE) begin
                FSM_STATE <= FSM_READING;    
                byte_counter <= 0;         
                packet_valid <= 0;
            end else if (FSM_STATE == FSM_READING && byte_counter < 4) begin
                case (byte_counter)
                    0: top_price_A <= received_packet;
                    1: bottom_price_A <= received_packet;
                    2: top_price_B <= received_packet;
                    3: bottom_price_B <= received_packet;
                    default: FSM_STATE <= FSM_READING; 
                endcase
                byte_counter <= byte_counter + 1;
                packet_valid <= 0;
            end else if (FSM_STATE == FSM_READING) begin
                FSM_STATE <= FSM_IDLE;
                if (received_packet == 8'h55) begin
                    price_A <= {top_price_A, bottom_price_A};
                    price_B <= {top_price_B, bottom_price_B};
                    packet_valid <= 1;
                end
            end
        end
    end
    uart_rx uart_receive (
        .clk(clk),
        .resetn(rst),
        .uart_rxd(uart_rx),
        .uart_rx_en(1'b1),
        .uart_rx_valid(uart_rx_valid),
        .uart_rx_data(received_packet)
    );
endmodule
module trade_strategy (
    input clk,                   
    input rst,                   
    input wire [15:0] price_A,    
    input wire [15:0] price_B,    
    input packet_valid,           
    output reg [15:0] profit,        
    output reg [1:0] trade_action    
    );
    always @ (posedge clk) begin
        trade_action <= 2'b00;       
        if (!rst) begin              
            trade_action <= 2'b00;   
            profit <= 0;             
        end else if (packet_valid) begin             
            if (price_A > price_B) begin             
                trade_action <= 2'b10;               
                profit <= price_A - price_B;
            end else if (price_B > price_A) begin    
                trade_action <= 2'b01;               
                profit <= price_B - price_A;
            end else begin                           
                trade_action <= 2'b00;               
                profit <= 0;                         
            end
        end
    end
endmodule
module uart_rx #(
parameter BIT_RATE     = 115_200,     
parameter CLK_HZ       = 50_000_000,  
parameter PAYLOAD_BITS = 8,           
parameter STOP_BITS    = 1            
) (
input  wire       clk          ,  
input  wire       resetn       ,  
input  wire       uart_rxd     ,  
input  wire       uart_rx_en   ,  
output wire       uart_rx_break,  
output wire       uart_rx_valid,  
output reg  [PAYLOAD_BITS-1:0] uart_rx_data    
);
localparam  BIT_P           = 1_000_000_000 * 1/BIT_RATE;
localparam  CLK_P           = 1_000_000_000 * 1/CLK_HZ;
localparam       CYCLES_PER_BIT     = BIT_P / CLK_P;
localparam       COUNT_REG_LEN      = 1+$clog2(CYCLES_PER_BIT);
reg rxd_reg;
reg rxd_reg_0;
reg [PAYLOAD_BITS-1:0] recieved_data;
reg [COUNT_REG_LEN-1:0] cycle_counter;
reg [3:0] bit_counter;
reg bit_sample;
reg [2:0] fsm_state;
reg [2:0] n_fsm_state;
localparam FSM_IDLE = 0;
localparam FSM_START= 1;
localparam FSM_RECV = 2;
localparam FSM_STOP = 3;
assign uart_rx_break = uart_rx_valid && ~|recieved_data;
assign uart_rx_valid = fsm_state == FSM_STOP && n_fsm_state == FSM_IDLE;
always @(posedge clk) begin
    if(!resetn) begin
        uart_rx_data  <= {PAYLOAD_BITS{1'b0}};
    end else if (fsm_state == FSM_STOP) begin
        uart_rx_data  <= recieved_data;
    end
end
wire next_bit     = cycle_counter == CYCLES_PER_BIT ||
                        fsm_state       == FSM_STOP && 
                        cycle_counter   == CYCLES_PER_BIT/2;
wire payload_done = bit_counter   == PAYLOAD_BITS  ;
always @(*) begin : p_n_fsm_state
    case(fsm_state)
        FSM_IDLE : n_fsm_state = rxd_reg      ? FSM_IDLE : FSM_START;
        FSM_START: n_fsm_state = next_bit     ? FSM_RECV : FSM_START;
        FSM_RECV : n_fsm_state = payload_done ? FSM_STOP : FSM_RECV ;
        FSM_STOP : n_fsm_state = next_bit     ? FSM_IDLE : FSM_STOP ;
        default  : n_fsm_state = FSM_IDLE;
    endcase
end
integer i = 0;
always @(posedge clk) begin : p_recieved_data
    if(!resetn) begin
        recieved_data <= {PAYLOAD_BITS{1'b0}};
    end else if(fsm_state == FSM_IDLE             ) begin
        recieved_data <= {PAYLOAD_BITS{1'b0}};
    end else if(fsm_state == FSM_RECV && next_bit ) begin
        recieved_data[PAYLOAD_BITS-1] <= bit_sample;
        for ( i = PAYLOAD_BITS-2; i >= 0; i = i - 1) begin
            recieved_data[i] <= recieved_data[i+1];
        end
    end
end
always @(posedge clk) begin : p_bit_counter
    if(!resetn) begin
        bit_counter <= 4'b0;
    end else if(fsm_state != FSM_RECV) begin
        bit_counter <= {COUNT_REG_LEN{1'b0}};
    end else if(fsm_state == FSM_RECV && next_bit) begin
        bit_counter <= bit_counter + 1'b1;
    end
end
always @(posedge clk) begin : p_bit_sample
    if(!resetn) begin
        bit_sample <= 1'b0;
    end else if (cycle_counter == CYCLES_PER_BIT/2) begin
        bit_sample <= rxd_reg;
    end
end
always @(posedge clk) begin : p_cycle_counter
    if(!resetn) begin
        cycle_counter <= {COUNT_REG_LEN{1'b0}};
    end else if(next_bit) begin
        cycle_counter <= {COUNT_REG_LEN{1'b0}};
    end else if(fsm_state == FSM_START || 
                fsm_state == FSM_RECV  || 
                fsm_state == FSM_STOP   ) begin
        cycle_counter <= cycle_counter + 1'b1;
    end
end
always @(posedge clk) begin : p_fsm_state
    if(!resetn) begin
        fsm_state <= FSM_IDLE;
    end else begin
        fsm_state <= n_fsm_state;
    end
end
always @(posedge clk) begin : p_rxd_reg
    if(!resetn) begin
        rxd_reg     <= 1'b1;
        rxd_reg_0   <= 1'b1;
    end else if(uart_rx_en) begin
        rxd_reg     <= rxd_reg_0;
        rxd_reg_0   <= uart_rxd;
    end
end
endmodule
module uart_tx #(
parameter BIT_RATE     = 115_200,     
parameter CLK_HZ       = 50_000_000,  
parameter PAYLOAD_BITS = 8,           
parameter STOP_BITS    = 1            
) (
input  wire         clk         ,  
input  wire         resetn      ,  
output wire         uart_txd    ,  
output wire         uart_tx_busy,  
input  wire         uart_tx_en  ,  
input  wire [PAYLOAD_BITS-1:0]   uart_tx_data   
);
localparam  BIT_P           = 1_000_000_000 * 1/BIT_RATE;
localparam  CLK_P           = 1_000_000_000 * 1/CLK_HZ;
localparam       CYCLES_PER_BIT     = BIT_P / CLK_P;
localparam       COUNT_REG_LEN      = 1+$clog2(CYCLES_PER_BIT);
reg txd_reg;
reg [PAYLOAD_BITS-1:0] data_to_send;
reg [COUNT_REG_LEN-1:0] cycle_counter;
reg [3:0] bit_counter;
reg [2:0] fsm_state;
reg [2:0] n_fsm_state;
localparam FSM_IDLE = 0;
localparam FSM_START= 1;
localparam FSM_SEND = 2;
localparam FSM_STOP = 3;
assign uart_tx_busy = fsm_state != FSM_IDLE;
assign uart_txd     = txd_reg;
wire next_bit     = cycle_counter == CYCLES_PER_BIT;
wire payload_done = bit_counter   == PAYLOAD_BITS  ;
wire stop_done    = bit_counter   == STOP_BITS && fsm_state == FSM_STOP;
always @(*) begin : p_n_fsm_state
    case(fsm_state)
        FSM_IDLE : n_fsm_state = uart_tx_en   ? FSM_START: FSM_IDLE ;
        FSM_START: n_fsm_state = next_bit     ? FSM_SEND : FSM_START;
        FSM_SEND : n_fsm_state = payload_done ? FSM_STOP : FSM_SEND ;
        FSM_STOP : n_fsm_state = stop_done    ? FSM_IDLE : FSM_STOP ;
        default  : n_fsm_state = FSM_IDLE;
    endcase
end
integer i = 0;
always @(posedge clk) begin : p_data_to_send
    if(!resetn) begin
        data_to_send <= {PAYLOAD_BITS{1'b0}};
    end else if(fsm_state == FSM_IDLE && uart_tx_en) begin
        data_to_send <= uart_tx_data;
    end else if(fsm_state       == FSM_SEND       && next_bit ) begin
        for ( i = PAYLOAD_BITS-2; i >= 0; i = i - 1) begin
            data_to_send[i] <= data_to_send[i+1];
        end
    end
end
always @(posedge clk) begin : p_bit_counter
    if(!resetn) begin
        bit_counter <= 4'b0;
    end else if(fsm_state != FSM_SEND && fsm_state != FSM_STOP) begin
        bit_counter <= {COUNT_REG_LEN{1'b0}};
    end else if(fsm_state == FSM_SEND && n_fsm_state == FSM_STOP) begin
        bit_counter <= {COUNT_REG_LEN{1'b0}};
    end else if(fsm_state == FSM_STOP&& next_bit) begin
        bit_counter <= bit_counter + 1'b1;
    end else if(fsm_state == FSM_SEND && next_bit) begin
        bit_counter <= bit_counter + 1'b1;
    end
end
always @(posedge clk) begin : p_cycle_counter
    if(!resetn) begin
        cycle_counter <= {COUNT_REG_LEN{1'b0}};
    end else if(next_bit) begin
        cycle_counter <= {COUNT_REG_LEN{1'b0}};
    end else if(fsm_state == FSM_START || 
                fsm_state == FSM_SEND  || 
                fsm_state == FSM_STOP   ) begin
        cycle_counter <= cycle_counter + 1'b1;
    end
end
always @(posedge clk) begin : p_fsm_state
    if(!resetn) begin
        fsm_state <= FSM_IDLE;
    end else begin
        fsm_state <= n_fsm_state;
    end
end
always @(posedge clk) begin : p_txd_reg
    if(!resetn) begin
        txd_reg <= 1'b1;
    end else if(fsm_state == FSM_IDLE) begin
        txd_reg <= 1'b1;
    end else if(fsm_state == FSM_START) begin
        txd_reg <= 1'b0;
    end else if(fsm_state == FSM_SEND) begin
        txd_reg <= data_to_send[0];
    end else if(fsm_state == FSM_STOP) begin
        txd_reg <= 1'b1;
    end
end
endmodule
```
**./run.sh**
```bash
#!/bin/bash
# OpenROAD 26Q1-2900-gdf79404cd8, Yosys 0.63+post, stock flow scripts
make -C /OpenROAD-flow-scripts/flow DESIGN_CONFIG=/design/flow/config.mk WORK_HOME=/design/flow/orfs finish
```
==> impl_metrics.toml <==
# physical design summary
[logic_synthesis]
ys_ff = 179
yosysUniqueCellTypes = 78
top_area_frac = 0.325
area_leaders = "dfxtp_1, edfxtp_1, ha_1"
yosys_warnings = 6
edf_count = 35
netlist_instances = 964
synth_top_cell_by_area = "dfxtp_1"
yosys_cells = 964
ys_area_um2 = 8860
ys_async_sr_fraction = 0
synth_area_per_cell_um2 = 9.20
synth_area_um2 = 8860
ys_seq_frac = 0.444
ys.flop_type = "dfxtp_1"

[timing]
period_needed_ns = 2.97
max_freq_mhz = 336
maxSlewViolCount = 0
finalCritPeriodShare = 0.450
finalSetupTns_ns = 0
fin_ws_ns = 3.63
hold_viol_final = 0
tightest_slew_ns = 0.750
hold_ws_ns = 0.428
slew_headroom = 0.494
setup_viol = 0
skew_ns = 0.00825
rsz0062_at_grt = "no"

[power_and_ir_drop]
clockPowerShare = 0.457
power_leakage_nw = 3.44
power_frac_seq = 0.532
combPwrFrac = 0.011
switching_share = 0.214
intPower_mw = 1.64
max-vdd-ir-drop_v = 0.000185
power_density_nw_per_um2 = 215
power.switching_uw = 449

[clock_network]
postCtsResizedCells = 0
htree_levels = 4
cts_tree = "done"
worstSkewPairLatency_ns = 0.43
cts_hold_buf = 0
cts.path.max_buffers = 2
cts_buffers = 17
clk_pin_slew_ns = 0.07
clock_sinks = 179
post_cts_buffers = 0
cts_root_buf = "clkbuf_16"

[floorplanning]
chipArea_um2 = 30200
die_h_um = 174
ios = 4
die_w_um = 174
fp_util = 0.307
core-area_um2 = 28900
placementRows = 62

[critical_path]
worstPathMaxFanout = 27
critical_path_class = "input port to flop"
startpoint = "rst"
end_kind = "flop"
cp.arrival_ns = 3.06
reg2reg_from = "price_packets.price_A[13]"
cp.required_ns = 6.69
crit_path_start_kind = "input port"

[route]
vias = 6428
drc = 0
postRouteAntennaNets = 0
drtIter0Drc = 357
routed_wl_mm = 17.5
dr.pass1.iters = 6
vias_per_cell = 4.79
drt-wirelength-per-cell_um = 13.1
antenna_cells = 0

[layout]
lay_top_cells = "dfxtp_1, nor2_1, nand2_1"
final_layout_size_suffix_gt1_frac = 0.0637
lay_top_count = "dfxtp_1"
area_growth_pct = 9.92
final_cells = 1342

[place]
hpwlAfterDp_mm = 12.4
io_buffers = 3
placed_cells = 1310
dp_worst_setup_slack_ns = 3.21
gp_congestion = 0.914

[grt]
antenna_found_initial = 0
overflow = 0
grt_pass1_vias = 6028
grt_max_degree = 46
gr-usage-all-layers = 0.122
grt_pass1_wl_mm = 30.1

[job]
maxCapViolations = 0
warning_count = 50

[worst_hold_path]
hold_class = "flop to flop"
worstHoldStart = "price_packets.uart_receive.rxd_reg_0"

[status]
status = "finished clean"
-- worst max-delay path, cell delays in order --
cell and delay, ns:
clkdlybuf4s50_1 0.45, buf_4 0.32, nand2_1 0.14, nor3b_1 0.40, and2_1 0.42
-- final cells by class --
class / instances / area [um^2]
Sequential cell: 179 / 3930
Clock inverter: 13 / 125
Inverter: 59 / 221
Clock buffer: 19 / 433
Multi-Input combinational cell: 678 / 4470
Fill cell: 2893 / 19100
Timing Repair Buffer: 10 / 82.6
Tap cell: 384 / 480
-- path summary, 6_finish.rpt --
kind / slack, ns / depth (start not counted) / end
setup reg to reg: 3.65 / 9 / trade_strategy.profit[10]
hold / removal: 0.43 / 1 / price_packets.uart_receive.rxd_reg
hold reg to reg: 0.43 / 1 / price_packets.uart_receive.rxd_reg
setup / recovery: 3.63 / 5 / price_packets.top_price_A[7]
-- per-layer routing --
layer,up-vias,global-route usage,part of all wire
li1,3349,-,-
met4,0,0.0197,0.017
met3,20,0.0203,0.034
met5,-,0,0
met2,99,0.185,0.43
met1,2960,0.189,0.51
-- cells in the mapped netlist, drive strengths merged (11+ instances only) --
master,number
dfxtp,144
nor2,133
nand2,90
a21oi,66
inv,58
mux2i,58
ha,47
o21ai,38
edfxtp,35
buf,25
clkbuf,23
nand3,19
xor2,18
nor3,16
nand4,13
or3,13
a21o,11
nor2b,11
o21a,11
-- power by group through the flow --
stage	Clock (mW)	Sequential, mW	Combinational, mW
final	0.956	1.11	0.0224
after global routing	1.03	1.11	0.0249
after CTS	0.980	1.11	0.0226
-- per-stage QoR --
stage,util,power (mW),cell area [um^2]
floorplan,-,1.15,8860
global route,0.338,2.17,9740
global placement,0.318,1.16,9190
detailed placement,0.318,1.16,9190
finish,0.338,2.09,9740
CTS,0.338,2.12,9740
-- cells by family after synthesis --
logic type      count (synthesis)  synth area share
compound gates                198             0.150
flops                         179             0.444
buf+inv                       107            0.0524
simple gates                  342             0.185
fa+ha+maj                      49            0.0709
xor+xnor                       27            0.0267
mux                            62            0.0706
Power is estimated from default activity; no workload was simulated.
