`/design/flow/run.sh`:
```
#!/bin/bash
# OpenROAD 26Q1-2900-gdf79404cd8, Yosys 0.63+post, stock flow scripts
make -C /OpenROAD-flow-scripts/flow DESIGN_CONFIG=/design/flow/config.mk WORK_HOME=/design/flow/orfs finish
```
`/design/flow/config.mk`:
```
export PLATFORM = sky130hd
export DESIGN_NAME = uart_communication
export DESIGN_NICKNAME = uart_communication
export VERILOG_FILES = /design/flow/design.v
export SDC_FILE = /design/flow/constraint.sdc
export NUM_CORES = 4
export LEC_CHECK = 1
export CORE_UTILIZATION = 50
```
`/design/flow/constraint.sdc`:
```
current_design uart_communication

set clk_period 2.5
set clk_io_pct 0.2

create_clock -name clk0 -period $clk_period [get_ports {clk}]

set non_clock_inputs [all_inputs -no_clocks]
set_input_delay [expr $clk_period * $clk_io_pct] -clock clk0 $non_clock_inputs
set_output_delay [expr $clk_period * $clk_io_pct] -clock clk0 [all_outputs]
```
`/design/flow/design.v`:
```
module uart_communication #(
    parameter CLK_HZ = 50000000,
    parameter BIT_RATE = 9600,
    parameter PAYLOAD_BITS = 8
) (
    input        clk,            
    input        rst,           
    input  wire  uart_rxd,       
    output wire  uart_txd,       
    output wire [PAYLOAD_BITS-1:0] uart_rx_data,     
    output wire       uart_rx_valid,                 
    output wire  uart_rx_break,                      
    input  wire [PAYLOAD_BITS-1:0] uart_tx_data,     
    input  wire       uart_tx_en,                
    output wire       uart_tx_busy               
);
    uart_rx #(
        .BIT_RATE(BIT_RATE),
        .PAYLOAD_BITS(PAYLOAD_BITS),
        .CLK_HZ  (CLK_HZ  )
    ) i_uart_rx(
        .clk          (clk          ), 
        .resetn       (rst          ),  
        .uart_rxd     (uart_rxd     ), 
        .uart_rx_en   (1'b1         ), 
        .uart_rx_break(uart_rx_break), 
        .uart_rx_valid(uart_rx_valid), 
        .uart_rx_data (uart_rx_data )  
    );
    uart_tx #(
        .BIT_RATE(BIT_RATE),
        .PAYLOAD_BITS(PAYLOAD_BITS),
        .CLK_HZ  (CLK_HZ  )
    ) i_uart_tx(
        .clk          (clk          ),
        .resetn       (rst          ),  
        .uart_txd     (uart_txd     ),
        .uart_tx_en   (uart_tx_en   ),
        .uart_tx_busy (uart_tx_busy ),
        .uart_tx_data (uart_tx_data ) 
    );
endmodule
module uart_rx #(
parameter BIT_RATE     = 115_200,     
parameter CLK_HZ       = 50_000_000,  
parameter PAYLOAD_BITS = 8,           
parameter STOP_BITS    = 1            
) (
input  wire       clk          ,  
input  wire       resetn       ,  
input  wire       uart_rxd     ,  
input  wire       uart_rx_en   ,  
output wire       uart_rx_break,  
output wire       uart_rx_valid,  
output reg  [PAYLOAD_BITS-1:0] uart_rx_data    
);
localparam  BIT_P           = 1_000_000_000 * 1/BIT_RATE;
localparam  CLK_P           = 1_000_000_000 * 1/CLK_HZ;
localparam       CYCLES_PER_BIT     = BIT_P / CLK_P;
localparam       COUNT_REG_LEN      = 1+$clog2(CYCLES_PER_BIT);
reg rxd_reg;
reg rxd_reg_0;
reg [PAYLOAD_BITS-1:0] recieved_data;
reg [COUNT_REG_LEN-1:0] cycle_counter;
reg [3:0] bit_counter;
reg bit_sample;
reg [2:0] fsm_state;
reg [2:0] n_fsm_state;
localparam FSM_IDLE = 0;
localparam FSM_START= 1;
localparam FSM_RECV = 2;
localparam FSM_STOP = 3;
assign uart_rx_break = uart_rx_valid && ~|recieved_data;
assign uart_rx_valid = fsm_state == FSM_STOP && n_fsm_state == FSM_IDLE;
always @(posedge clk) begin
    if(!resetn) begin
        uart_rx_data  <= {PAYLOAD_BITS{1'b0}};
    end else if (fsm_state == FSM_STOP) begin
        uart_rx_data  <= recieved_data;
    end
end
wire next_bit     = cycle_counter == CYCLES_PER_BIT ||
                        fsm_state       == FSM_STOP && 
                        cycle_counter   == CYCLES_PER_BIT/2;
wire payload_done = bit_counter   == PAYLOAD_BITS  ;
always @(*) begin : p_n_fsm_state
    case(fsm_state)
        FSM_IDLE : n_fsm_state = rxd_reg      ? FSM_IDLE : FSM_START;
        FSM_START: n_fsm_state = next_bit     ? FSM_RECV : FSM_START;
        FSM_RECV : n_fsm_state = payload_done ? FSM_STOP : FSM_RECV ;
        FSM_STOP : n_fsm_state = next_bit     ? FSM_IDLE : FSM_STOP ;
        default  : n_fsm_state = FSM_IDLE;
    endcase
end
integer i = 0;
always @(posedge clk) begin : p_recieved_data
    if(!resetn) begin
        recieved_data <= {PAYLOAD_BITS{1'b0}};
    end else if(fsm_state == FSM_IDLE             ) begin
        recieved_data <= {PAYLOAD_BITS{1'b0}};
    end else if(fsm_state == FSM_RECV && next_bit ) begin
        recieved_data[PAYLOAD_BITS-1] <= bit_sample;
        for ( i = PAYLOAD_BITS-2; i >= 0; i = i - 1) begin
            recieved_data[i] <= recieved_data[i+1];
        end
    end
end
always @(posedge clk) begin : p_bit_counter
    if(!resetn) begin
        bit_counter <= 4'b0;
    end else if(fsm_state != FSM_RECV) begin
        bit_counter <= {COUNT_REG_LEN{1'b0}};
    end else if(fsm_state == FSM_RECV && next_bit) begin
        bit_counter <= bit_counter + 1'b1;
    end
end
always @(posedge clk) begin : p_bit_sample
    if(!resetn) begin
        bit_sample <= 1'b0;
    end else if (cycle_counter == CYCLES_PER_BIT/2) begin
        bit_sample <= rxd_reg;
    end
end
always @(posedge clk) begin : p_cycle_counter
    if(!resetn) begin
        cycle_counter <= {COUNT_REG_LEN{1'b0}};
    end else if(next_bit) begin
        cycle_counter <= {COUNT_REG_LEN{1'b0}};
    end else if(fsm_state == FSM_START || 
                fsm_state == FSM_RECV  || 
                fsm_state == FSM_STOP   ) begin
        cycle_counter <= cycle_counter + 1'b1;
    end
end
always @(posedge clk) begin : p_fsm_state
    if(!resetn) begin
        fsm_state <= FSM_IDLE;
    end else begin
        fsm_state <= n_fsm_state;
    end
end
always @(posedge clk) begin : p_rxd_reg
    if(!resetn) begin
        rxd_reg     <= 1'b1;
        rxd_reg_0   <= 1'b1;
    end else if(uart_rx_en) begin
        rxd_reg     <= rxd_reg_0;
        rxd_reg_0   <= uart_rxd;
    end
end
endmodule
module uart_tx #(
parameter BIT_RATE     = 115_200,     
parameter CLK_HZ       = 50_000_000,  
parameter PAYLOAD_BITS = 8,           
parameter STOP_BITS    = 1            
) (
input  wire         clk         ,  
input  wire         resetn      ,  
output wire         uart_txd    ,  
output wire         uart_tx_busy,  
input  wire         uart_tx_en  ,  
input  wire [PAYLOAD_BITS-1:0]   uart_tx_data   
);
localparam  BIT_P           = 1_000_000_000 * 1/BIT_RATE;
localparam  CLK_P           = 1_000_000_000 * 1/CLK_HZ;
localparam       CYCLES_PER_BIT     = BIT_P / CLK_P;
localparam       COUNT_REG_LEN      = 1+$clog2(CYCLES_PER_BIT);
reg txd_reg;
reg [PAYLOAD_BITS-1:0] data_to_send;
reg [COUNT_REG_LEN-1:0] cycle_counter;
reg [3:0] bit_counter;
reg [2:0] fsm_state;
reg [2:0] n_fsm_state;
localparam FSM_IDLE = 0;
localparam FSM_START= 1;
localparam FSM_SEND = 2;
localparam FSM_STOP = 3;
assign uart_tx_busy = fsm_state != FSM_IDLE;
assign uart_txd     = txd_reg;
wire next_bit     = cycle_counter == CYCLES_PER_BIT;
wire payload_done = bit_counter   == PAYLOAD_BITS  ;
wire stop_done    = bit_counter   == STOP_BITS && fsm_state == FSM_STOP;
always @(*) begin : p_n_fsm_state
    case(fsm_state)
        FSM_IDLE : n_fsm_state = uart_tx_en   ? FSM_START: FSM_IDLE ;
        FSM_START: n_fsm_state = next_bit     ? FSM_SEND : FSM_START;
        FSM_SEND : n_fsm_state = payload_done ? FSM_STOP : FSM_SEND ;
        FSM_STOP : n_fsm_state = stop_done    ? FSM_IDLE : FSM_STOP ;
        default  : n_fsm_state = FSM_IDLE;
    endcase
end
integer i = 0;
always @(posedge clk) begin : p_data_to_send
    if(!resetn) begin
        data_to_send <= {PAYLOAD_BITS{1'b0}};
    end else if(fsm_state == FSM_IDLE && uart_tx_en) begin
        data_to_send <= uart_tx_data;
    end else if(fsm_state       == FSM_SEND       && next_bit ) begin
        for ( i = PAYLOAD_BITS-2; i >= 0; i = i - 1) begin
            data_to_send[i] <= data_to_send[i+1];
        end
    end
end
always @(posedge clk) begin : p_bit_counter
    if(!resetn) begin
        bit_counter <= 4'b0;
    end else if(fsm_state != FSM_SEND && fsm_state != FSM_STOP) begin
        bit_counter <= {COUNT_REG_LEN{1'b0}};
    end else if(fsm_state == FSM_SEND && n_fsm_state == FSM_STOP) begin
        bit_counter <= {COUNT_REG_LEN{1'b0}};
    end else if(fsm_state == FSM_STOP&& next_bit) begin
        bit_counter <= bit_counter + 1'b1;
    end else if(fsm_state == FSM_SEND && next_bit) begin
        bit_counter <= bit_counter + 1'b1;
    end
end
always @(posedge clk) begin : p_cycle_counter
    if(!resetn) begin
        cycle_counter <= {COUNT_REG_LEN{1'b0}};
    end else if(next_bit) begin
        cycle_counter <= {COUNT_REG_LEN{1'b0}};
    end else if(fsm_state == FSM_START || 
                fsm_state == FSM_SEND  || 
                fsm_state == FSM_STOP   ) begin
        cycle_counter <= cycle_counter + 1'b1;
    end
end
always @(posedge clk) begin : p_fsm_state
    if(!resetn) begin
        fsm_state <= FSM_IDLE;
    end else begin
        fsm_state <= n_fsm_state;
    end
end
always @(posedge clk) begin : p_txd_reg
    if(!resetn) begin
        txd_reg <= 1'b1;
    end else if(fsm_state == FSM_IDLE) begin
        txd_reg <= 1'b1;
    end else if(fsm_state == FSM_START) begin
        txd_reg <= 1'b0;
    end else if(fsm_state == FSM_SEND) begin
        txd_reg <= data_to_send[0];
    end else if(fsm_state == FSM_STOP) begin
        txd_reg <= 1'b1;
    end
end
endmodule
```
==> metrics.cfg <==
[timing]
finalHoldViolations = 0
fin_crit_ns = 2.25
slew_headroom = 0.540
hold_slack_ns = 0.415
setup_viol = 0
period_used_share = 0.901
drv_slew = 0
worst_pin_slew_ns = 0.684
setup_tns_ns = 0
rsz0062_at_grt = false
max_freq_ghz = 0.444
fin_skew_ns = 0.00608

[grt]
overflow = 0
grt_max_degree = 20
grt_pass1_vias = 2383
antenna_found_initial = 0
grt_use_total = 0.210
grt_pass1_wl_mm = 10.7

[cells_and_area]
reg_top3 = i_uart_rx.cycle_counter (14), i_uart_tx.cycle_counter (14)
post-route-util = 0.634
drive_gt1_frac = 0.118
final_cell_mix = 65 x dfxtp_1, 42 x nand2_1, 31 x nor2_1
area_growth_pct = 20.1
final_common_cell = dfxtp_1

[synthesis]
synth_cell_types = 47
postSynthAreaPerCell_sq_um = 8.77
ys_ff = 70
syn_inst = 365
syn_area_sq_mm = 0.00320
async_flop_share = 0
synth_top_cell_by_area = dfxtp_1
ff_type = dfxtp_1
yosys_area_sq_mm = 0.00320
topCellsByArea = dfxtp_1 44%, mux2i_1 7.2%, nand2_1 4.9%
yosys.area.top_type_share = 0.438
ys_seq_frac = 0.438
edf_count = 0
yosysWarnings = 2
ys_cells = 365

[detailed_routing]
vias = 2630
vias_per_cell = 5.47
drc_errors = 0
antennaDiodeCount = 0
wire_per_inst_um = 13.2
routed_wl_mm = 6.34
ant_nets = 0
drt_iter0_markers = 79
first_pass_iters = 4

[critical_path]
path_class = flip-flop to output port
cp.arrival_ns = 1.75
crit_path_cell_trace = nor4bb_4 -> nand4_1 -> a21boi_2 -> buf_4 -> and4_1 -> clkbuf_2
worstReg2RegStart = i_uart_tx.cycle_counter[11]
critPathRequiredTime_ns = 2.00
critPathSlowestCell = dfxtp_4
critPathMaxStageDelay_ns = 0.38
setup.worst_path.start = i_uart_rx.cycle_counter[9]
crit_family = simple AND/OR/NAND/NOR gates
start_kind = flip-flop
worst-path-buf-inv = 2
cp-end-kind = output port
worstPathMaxFanout = 6

[die]
die_h_um = 82.0
core_sq_mm = 0.00606
rows = 28
die_area_sq_mm = 0.00672
floorplan.core_util = 0.528
die_x_um = 82.0
io_pins = 24

[clock_network]
cts_tree = yes
cts_buffer_depth = 2
clkTransAtPathRegs_ns = 0.07
htreeDepth = 3
clock_sinks = 70
clock_latency_ns = 0.34
cts-buffers-inserted = 9
cts_root_buf = clkbuf_8
postCtsHoldBufs = 0

[placement]
gp_congestion = 0.846
io_buffers = 23
hpwl_mm = 4.22

[hold_path]
min_from = i_uart_rx.rxd_reg_0
hold_class = flip-flop to flip-flop

[job]
warning_count = 31
drv_cap = 0

[pwr]
fin_total_pwr_mw = 2.16
power.leakage_nw = 1.35
p_sw_frac = 0.227
power.share.clock = 0.420
combPwrFrac = 0.048
p_per_area_mw_per_mm2 = 561
netSwitchingPower_mw = 0.489
p_seq_frac = 0.532
internal-power_mw = 1.67
peakVddDrop_mv = 0.542

[run_status]
status = finished clean

## synth_stat cells, types with 4 or more instances
library cell   n
nand3_1       18
nand2_1       42
a21oi_1        7
mux2i_1       23
a31oi_1        6
nor4_1         7
nor2_1        31
or3_1          4
clkbuf_1      13
nand2b_1       5
ha_1           9
a211oi_1       5
xnor2_1       13
dfxtp_1       70
xor2_1         9
nor3_1        17
nand4_1        6
o21ai_0       19
inv_1         13
## final cells by class
type,count,area [sq um]
fillers,488,2220
clock buffers,10,138
multi-input cells,265,1720
inverters,14,52.6
flip-flops and latches,70,1410
well taps,75,93.8
clock inverters,6,61.3
repair buffers,41,363
## cells by family after synthesis
logic type	synth area share
and+or+nand+nor	0.254
AOI/OAI and AO/OA	0.105
buffers and inverters	0.0360
adders and majority gates	0.0352
DFF	0.438
muxes	0.0719
xor gates and xnor gates	0.0602
## power by group through the flow
stage	Clock [mW]	Sequential (mW)	Combinational, mW
CTS	0.931	1.15	0.103
global route	0.983	1.15	0.116
finish	0.906	1.15	0.103
## repair_timing
action | 4_1_cts | 5_1_grt
gates resized | 12 | 5
setup buffers | 2 | 4
endpoints found under the setup margin | 2 | 2
pin swaps | 3 | 3
## final timing paths
check	cells after the start	to	slack, ns
worst max-delay path	6	uart_rx_break	0.25
worst min register to register	1	i_uart_rx.rxd_reg	0.42
worst max register to register	4	i_uart_tx.bit_counter[3]	0.31
worst min-delay path	1	i_uart_rx.rxd_reg	0.42
## per-stage QoR
stage          instance area, sq um  worst slack, ns  instances
3_5_place_dp                   3550            0.162        459
6_report                       3840            0.248        481
3_3_place_gp                   3550            0.187        459
5_1_grt                        3840           0.0381        481
2_1_floorplan                  3200            0.292        365
4_1_cts                        3800          0.00993        477
## layer usage
layer / up-vias / GRT usage / share of wire
met4: 0 / 0.0298 / 0.016
met2: 30 / 0.336 / 0.45
met5: - / 0 / 0
met3: 10 / 0.0417 / 0.026
li1: 1367 / - / -
met1: 1223 / 0.310 / 0.51
Power figures rest on the tool's default switching activity, not on a simulated workload.
